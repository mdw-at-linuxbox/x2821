## ./run.sh

```bash
#!/bin/bash
# OpenROAD 26Q1-2900-gdf79404cd8, Yosys 0.63+post, stock flow scripts
make -C /OpenROAD-flow-scripts/flow DESIGN_CONFIG=/design/flow/config.mk WORK_HOME=/design/flow/orfs finish
```

## ./design.v

```verilog
`default_nettype   none
module ccc12(i_clk, i_reset,
	i_holes,
	o_ebcdic,
	o_bad);
input wire i_clk;
input wire i_reset;
input wire [11:0] i_holes;
output reg [7:0] o_ebcdic;
output reg o_bad;
localparam xT = 11;	 
localparam xE = 10;	 
localparam x0 = 9;	 
localparam x1 = 8;	 
localparam x2 = 7;	 
localparam x3 = 6;	 
localparam x4 = 5;	 
localparam x5 = 4;	 
localparam x6 = 3;	 
localparam x7 = 2;	 
localparam x8 = 1;	 
localparam x9 = 0;	 
wire bT = i_holes[xT];
wire bE = i_holes[xE];
wire b0 = i_holes[x0];
wire b1 = i_holes[x1];
wire b2 = i_holes[x2];
wire b3 = i_holes[x3];
wire b4 = i_holes[x4];
wire b5 = i_holes[x5];
wire b6 = i_holes[x6];
wire b7 = i_holes[x7];
wire b8 = i_holes[x8];
wire b9 = i_holes[x9];
wire digit8,digit9,digit1,zone8,zone9;
wire is_282,is_d02,is_701,is_300;
wire r7,r6,r5,r4,r3,r2,r1,r0;
wire Z0,Z1,Z2,Z3,Z4,Z5,Z6,Z7;
assign Z0=!bT&!bE&!b0;	 
assign Z1 = !bT&!bE&b0;	 
assign Z2 = !bT&bE&!b0;	 
assign Z3 = !bT&bE&b0;	 
assign Z4 = bT&!bE&!b0;	 
assign Z5 = bT&!bE&b0;	 
assign Z6 = bT&bE&!b0;	 
assign Z7 = bT&bE&b0;	 
wire Dzero = ~|i_holes[x1:x9];
wire Done = &{i_holes[x0],~i_holes[x1:x9]};
assign is_282 = i_holes == 12'h282;
assign is_d02 = i_holes == 12'hd02;
assign is_701 = i_holes == 12'h701;
assign is_300 = i_holes == 12'h300;
wire next_bad = |{&{|{b1,b3,b5,b7},|{b2,b4,b6}},
		&{|{b2,b3,b6,b7},|{b1,b4,b5}},
		&{|{b4,b5,b6,b7},|{b1,b2,b3}}};
wire sets_one = |{b3,b5,b7};			 
wire sets_two = !is_282 & |{b2,b3,b6,b7};	 
wire sets_four = |{b4,b5,b6,b7};		 
wire [7:0] next_ebcdic;
assign next_ebcdic = {r7,r6,r5,r4,r3,r2,r1,r0};
assign digit8 = &{~i_holes[x1:x7],b8};		 
wire digit9_t =  &{~i_holes[x1:x8],b9};		 
assign digit9 = digit9_t | &{b1&zone8&|{Z0,Z1,Z2,Z4}};	 
assign digit1 = &{b1,~i_holes[x2:x9]};		 
assign zone8 = b8 & ~digit8;
assign zone9 = b9 & ~digit9_t;
assign r0 = |{ sets_one				 
		, digit1			 
		, digit9			 
		, (zone8 && !is_d02 && Done)	 
		, (!zone8 && zone9 && b1) };
assign r1 = |{ sets_two , (Dzero & Z6) };	 
assign r2 = sets_four;			 
assign r3 = |{ digit8 , digit9		 
		, (Dzero & Z6)		 
		, (zone8 &		 
			((!is_282 & !b1)	 
			| (!is_d02 & Done))) };	 
assign r7 = (Dzero) ? |{Z1 , Z3 , Z5}
	: !zone8 ? ((!zone9) ? !is_300 : is_701)
	: !zone9 ? |{(Z1 & is_282),Z3,Z5,Z6,Z7}
		: (!b1 & |{Z3, Z5, Z6, Z7});
assign r6 = Dzero |
	(!zone9 ? |({Z0,Z1,Z2,Z4})
	: ((!zone8 | !b1) & |{Z3,Z5,Z6,Z7}));
assign r5=(Dzero) ? |{Z1,Z2,Z6,Z7} : (|{Z0,Z1,Z3,Z7});
assign r4=(Dzero) ? |{Z1,Z3,Z4,Z7} : (|{Z0,Z2,Z6,Z7});
always @(posedge i_clk)
	if (i_reset) begin
		o_ebcdic <= 0;
		o_bad <= 1;
	end else begin
		o_ebcdic <= next_ebcdic;
		o_bad <= next_bad;
	end
endmodule
```

## ./config.mk

```make
export PLATFORM = sky130hd
export DESIGN_NAME = ccc12
export DESIGN_NICKNAME = ccc12
export VERILOG_FILES = /design/flow/design.v
export SDC_FILE = /design/flow/constraint.sdc
export NUM_CORES = 4
export LEC_CHECK = 1
export CORE_AREA = 10 10 73 73
export DIE_AREA = 0 0 83 83
```

## ./constraint.sdc

```tcl
current_design ccc12

set clk_period 2.8
set clk_io_pct 0.2

create_clock -name clk0 -period $clk_period [get_ports {i_clk}]

set non_clock_inputs [all_inputs -no_clocks]
set_input_delay [expr $clk_period * $clk_io_pct] -clock clk0 $non_clock_inputs
set_output_delay [expr $clk_period * $clk_io_pct] -clock clk0 [all_outputs]
```

==> flow_summary.yaml <==
# yosys + openroad results
status:
  status: "finished clean"
clocking:
  clock_tree_from_tritoncts: "done"
  clock_sink_count: 9
  cts-root-buf: "clkbuf_8"
  cts.path.max_buffers: 2
  postCtsResizedCells: 0
  cts-htree-levels: 1
  cts.clk_slew.worst_paths_ns: 0.04
  cts-buffers-inserted: 3
  hold_buffers: 0
  post-cts-setup-buffer-count: 0
route:
  ant_nets: 0
  drt-pass1-iter-count: 4
  remaining_drc_errors: 0
  antenna_cells: 0
  detail_route.vias_per_cell: 4.50
  drt-total-wl_mm: 1.86
  drt_first_iter_violations: 30
  detail_route.wl_per_cell_um: 12.0
  vias: 698
synthesis:
  synth_area_um2: 669
  synthDominantAreaCellType: "dfxtp_1"
  postSynth.topFlopCell: "dfxtp_1"
  async_flop_share: 0
  syn-mean-instance-area_um2: 8.06
  yosys.area.top_type_share: 0.269
  postSynthCellCount: 83
  area_leaders: "dfxtp_1 27%, nor2_1 5.0%, or4b_2 4.5%"
  seq_area_frac_synth: 0.269
  flop_and_latch_count_out_of_synthesis: 9
  synth.yosys.num_cells: 83
  synth-edff-count: 0
  synth_chip_area_um2: 669
  top_cells_by_count: "9 x dfxtp_1, 9 x nor2_1, 5 x nand2_1"
  synth.yosys.warnings: 1
  yosysUniqueCellTypes: 40
sta:
  max-slew-margin-rel: 0.712
  finalCriticalPeriod_ns: 2.37
  total_neg_setup_slack_ns: 0
  hold_viol: 0
  report.final.slew_viol_count: 0
  report.final.setup_viol: 0
  grt_setup_unrepaired: "false"
  timing_worst_slew_pin_value_ns: 0.430
  post-route-period-util: 0.848
  achievable_freq_ghz: 0.421
floorplan:
  number_of_rows_created_at_floorplan: 22
  fp_util: 0.179
  core_area_um2: 3740
  fp.dieArea_um2: 6890
  count_of_pins_on_the_block_boundary: 23
  die_y_um: 83
  chipWidth_um: 83
flow_run:
  max_cap_viol_count: 0
  log.warning_count: 25
critical_path:
  worst-endpoint-required_ns: 2.90
  crit_path_launch_type: "input pin"
  critical-path-slowest-cell: "or4b_2"
  worst_path_dominant_cell_family: "simple AND/OR/NAND/NOR gates"
  slowest_delay_ns: 0.66
  worstPathCellList: "clkdlybuf4s50_1 > or4b_2 > nor4_2 > mux2i_1 > o2bb2ai_1"
  kind_of_end_point_of_the_critical_path: "flop"
  path_class: "input pin to flop"
  path_max_fanout: 7
  arrival_time_of_the_worst_setup_path_ns: 2.47
  worstPathBufferInverterCount: 1
min_path:
  sink_of_the_worst_hold_path: "o_ebcdic[5]$_SDFF_PP0_"
  timing.hold.worst.start: "i_holes[9]"
  min_path_type: "input pin to flop"
  number_of_cells_on_the_worst_hold_path: 3
placed_design:
  detailed_place_hpwl_mm: 1.54
  port_buffers: 22
  place.gp.congestion: 0.839
cells_and_area:
  drive_gt1_frac: 0.150
  area_delta_synth_final_pct: 47.9
  finalCoreUtilization: 0.264
pwr:
  worst_vdd_rail_ir_drop_mv: 0.108
  cellPowerDensity_nw_per_um2: 378
  clock_power_share: 0.392
  power.sequential.fraction: 0.371
  comb_power_share: 0.237
  power.net_switching_w: 0.0000894
  sw_frac_of_total: 0.239
  p_leak_nw: 0.338
  power_report.internal_total_w: 0.000285
global_routing:
  grt_overflow: 0
  global_route_wire_length_before_repair_mm: 3.14
  grt_pass1_vias: 729
  grt_max_degree: 12
  antenna_found_initial: 0
  track_usage: 0.0507
## flip-flops by register name, indices dropped and copies added, names as in the netlist
register  flops
o_ebcdic      8
o_bad         1
## placed cells by master, fill, tap and decap left out, types with 4 or more instances in the layout
master           netlist  final
nor2_1                 9      9
dfxtp_1                9      9
nand2_1                5      5
or3_1                  4      4
clkdlybuf4s50_1        0     22
nor3_1                 4      4
a211oi_1               4      4
## power by group through the flow
stage / logic [W] / registers (W) / clock network, W
finish: 0.0000887 / 0.000139 / 0.000147
global route: 0.0000982 / 0.000139 / 0.000161
CTS: 0.0000895 / 0.000139 / 0.000153
## metrics by stage
step	setup WS (ns)	area, um2	total power [W]	hold WS [ns]	cells
global route	0.295	990	0.000398	1.14	155
global placement	0.210	945	0.000230	1.24	151
floorplan	0.834	669	0.000179	0.653	83
CTS	0.452	990	0.000382	1.09	155
detailed placement	0.232	945	0.000230	1.24	151
finish	0.426	990	0.000374	1.09	155
## worst max-delay path by stage
stage                      start                      to  slack, ns  cells past startpoint
final                 i_holes[9]  o_ebcdic[3]$_SDFF_PP0_       0.43                      5
after global routing  i_holes[9]  o_ebcdic[7]$_SDFF_PP0_       0.30                      5
after CTS             i_holes[9]  o_ebcdic[3]$_SDFF_PP0_       0.45                      5
## per-layer routing
layer  global-route usage  vias to the layer above  routed length [um]
li1                     -                      363                   -
met1               0.0690                      308                 925
met2               0.0761                       25                 775
met3               0.0128                        2                 129
met4               0.0154                        0                  34
met5                    0                        -                   0
## final cells by class
| cell class | count | area [um2] |
|---|---|---|
| inverters | 2 | 7.51 |
| multi-input cells | 67 | 454 |
| well taps | 48 | 60.1 |
| repair buffers | 25 | 243 |
| clock buffers | 4 | 45.0 |
| fillers | 417 | 2750 |
| flip-flops and latches | 9 | 180 |
## kinds of logic (layout without fill, tap and decap cells)
group,count (synthesis),in the layout,share of synthesized area
compound gates,23,23,0.260
xor+xnor,1,1,0.0131
fa+ha+maj,1,1,0.0150
buf+inv,7,31,0.0523
flops,9,9,0.269
mux,1,1,0.0150
simple gates,41,41,0.376
Power and IR drop assume default switching activity.
