==> design/flow/run.sh <==
#!/bin/bash
# OpenROAD 26Q1-2900-gdf79404cd8, Yosys 0.63+post, stock flow scripts
make -C /OpenROAD-flow-scripts/flow DESIGN_CONFIG=/design/flow/config.mk WORK_HOME=/design/flow/orfs finish
==> design/flow/config.mk <==
export PLATFORM = sky130hd
export DESIGN_NAME = ccc9
export DESIGN_NICKNAME = ccc9
export VERILOG_FILES = /design/flow/design.v
export SDC_FILE = /design/flow/constraint.sdc
export NUM_CORES = 4
export LEC_CHECK = 1
export CORE_AREA = 10 10 87 87
export DIE_AREA = 0 0 97 97
==> design/flow/constraint.sdc <==
current_design ccc9

set clk_period 3.7
set clk_io_pct 0.2

create_clock -name clk0 -period $clk_period [get_ports {i_clk}]

set non_clock_inputs [all_inputs -no_clocks]
set_input_delay [expr $clk_period * $clk_io_pct] -clock clk0 $non_clock_inputs
set_output_delay [expr $clk_period * $clk_io_pct] -clock clk0 [all_outputs]
==> design/flow/design.v <==
`default_nettype   none
module ccc9(i_clk, i_reset,
	i_ebcdic,
	o_holes);
input wire i_clk;
input wire i_reset;
input wire [7:0] i_ebcdic;
output reg [11:0] o_holes;
wire b7_61e1;
assign b7_61e1 = i_ebcdic[7] ^ (i_ebcdic[6:0]==7'h61);
wire hxa,hx9,qn88,hxnz,hx0,v0x,v1x,v3x,v4x,v5x,v6x,v8x,v9x,vax,vbx,vcx,vdx,vex,c6a;
assign hxa=i_ebcdic[3] && (i_ebcdic[2] || i_ebcdic[1]);	 
assign hx9 = (i_ebcdic[3] && |i_ebcdic[2:0]);	 
assign qn88 = (~i_ebcdic[3] || ~i_ebcdic[7]);	 
assign hxnz = |i_ebcdic[3:0];			 
assign hx0 = ~hxnz;				 
assign v0x = (i_ebcdic[7:4] == 0);		 
assign v1x = (i_ebcdic[7:4] == 1);		 
assign v3x = (i_ebcdic[7:4] == 3);		 
assign v4x = (i_ebcdic[7:4] == 4);		 
assign v5x = (i_ebcdic[7:4] == 5);		 
assign v6x = (i_ebcdic[7:4] == 6);		 
assign v8x = (i_ebcdic[7:4] == 8);		 
assign v9x = (i_ebcdic[7:4] == 9);		 
assign vax = (i_ebcdic[7:4] == 10);		 
assign vbx = (i_ebcdic[7:4] == 11);		 
assign vcx = (i_ebcdic[7:4] == 12);		 
assign vdx = (i_ebcdic[7:4] == 13);		 
assign vex = (i_ebcdic[7:4] == 14);		 
assign c6a = (i_ebcdic == 'h6a);		 
reg hT,hE,h0,h1,h2,h3,h4,h5,h6,h7,h8,h9;
reg [11:0] next_holes;
always @(i_ebcdic) begin
	hT = v0x | (v4x&~hx0) | v8x | v9x | vbx | vcx | c6a |
		(hx0 & (v1x | v3x)) |		 
		(i_ebcdic[6] & i_ebcdic[4] & (b7_61e1 ?
			hxa			 
			: ~hx9			 
		));
	hE= v1x | (v5x & ~hx0) | v9x | vax | vbx | vdx | c6a |
		(hx0 & i_ebcdic[7:5]==1) |		 
		(b7_61e1 ? (hxa & &i_ebcdic[6:5])	 
		: (~hx9& i_ebcdic[5] && i_ebcdic[6]));	 
	h0= hx0 ? &{	 
		~v6x,						 
		~&{~i_ebcdic[6], ~i_ebcdic[5], i_ebcdic[4] },	 
		~&{~i_ebcdic[7], i_ebcdic[6]&~i_ebcdic[5] }}	 
	: ((~c6a&i_ebcdic[5] & ~i_ebcdic[4])|v8x|vbx)
		|(i_ebcdic[7] ? (	 
			hxa ?		 
				(i_ebcdic[6] & (i_ebcdic[5] | ~|i_ebcdic[5:4]))	 
			:
				i_ebcdic[6:4] == 6		 
		)
		: ( ~hx9 && i_ebcdic[6] && !(i_ebcdic[4] ^ i_ebcdic[5]))	 
		);
	h1=(i_ebcdic[0]&~i_ebcdic[1]&~i_ebcdic[2]&qn88)	 
		| (~i_ebcdic[6]&hx0);			 
	h2=(~i_ebcdic[0]&i_ebcdic[1]&~i_ebcdic[2]&!c6a)	 
		| (vex&hx0);				 
	h3=(i_ebcdic[0]&i_ebcdic[1]&~i_ebcdic[2]);  
	h4=(~i_ebcdic[0]&~i_ebcdic[1]&i_ebcdic[2]);  
	h5=(i_ebcdic[0]&~i_ebcdic[1]&i_ebcdic[2]);  
	h6= (~i_ebcdic[0]&i_ebcdic[1]&i_ebcdic[2]);  
	h7=(i_ebcdic[0]&i_ebcdic[1]&i_ebcdic[2]);  
	h8 =
	hx0 ? (~i_ebcdic[6] | vex)		 
		: b7_61e1 ? (hxa		 
		| hx0				 
		| (i_ebcdic[3]			 
			& (~i_ebcdic[0])))	 
		: (i_ebcdic[3] & ~c6a);		 
	h9 = b7_61e1 ?
		hxa ?
			i_ebcdic[6] 		 
		:	(i_ebcdic[3:0] == 9)	 
	: hx9 ?
		~i_ebcdic[6]			 
	: (hxnz | ~i_ebcdic[6]);	 
	next_holes = {hT,hE,h0,h1,h2,h3,h4,h5,h6,h7,h8,h9};
end
always @(posedge i_clk)
	if (i_reset) begin
		o_holes <= 0;
	end else begin
		o_holes <= next_holes;
	end
endmodule
==> results_dict.tcl <==
# collected from the flow reports
set metrics [dict create \
    edf_count 0 \
    cts_hold_buffers 0 \
    clock_sinks 12 \
    design_area_um2 1170 \
    antenna_left 0 \
    largest-register "o_holes" \
    coreArea_um2 5640 \
    p_leak_nw 0.398 \
    cts_max_level 1 \
    die_area_um2 9410 \
    drive_gt1_frac 0.101 \
    drc 0 \
    die_y_um 97 \
    timing.fmax_ghz 0.401 \
    arrival_ns 2.59 \
    endpoint_kind "flip-flop" \
    dpl.cell_count 187 \
    area_growth_syn_to_layout_pct 34.6 \
    postSynthCellCount 104 \
    clk_pin_slew_ns 0.05 \
    finalSetupViolCount 0 \
    place_ws_ns 1.02 \
    ctsResizeCount 0 \
    port_buffers 21 \
    start_kind "primary input" \
    drt_iter0_markers 94 \
    lay_top_count "clkdlybuf4s50_1" \
    powerDensity_nw_per_um2 308 \
    yosys-top-cells-area "dfxtp_1 (28%), ha_1 (7.2%), buf_2 (4.6%), nand2_1 (3.9%), o21ai_0 (3.5%)" \
    max_cap_violations 0 \
    drv_slew 0 \
    hold_viol 0 \
    synthArstFlopShare 0 \
    crit_start "i_ebcdic[4]" \
    grt_start_max_net_pins 22 \
    cts_root_buffer "clkbuf_8" \
    ys_chip_area_um2 868 \
    fin_setup_tns_ns 0 \
    cts_buffers 3 \
    rsz0062_at_grt "false" \
    clk_path_buf_depth 2 \
    gp_congestion 0.835 \
    finalCritPeriodShare 0.674 \
    die_w_um 97 \
    grt_pass1_wl_um 3790 \
    ys.flops 12 \
    cts_tree "done" \
    yosysCellCount 104 \
    vias 836 \
    relSlewSlack 0.547 \
    antennaDiodeCount 0 \
    place_area_um2 1110 \
    peakVddDrop_uv 76.4 \
    postSynthAreaPerCell_um2 8.35 \
    worstSetupPathType "in2reg" \
    grt_overflow 0 \
    boundaryPins 22 \
    fillers 610 \
    final_cell_mix "clkdlybuf4s50_1 (21), dfxtp_1 (12), nand2_1 (9)" \
    fin_cells 191 \
    worstPathRequired_ns 3.80 \
    routed_via_density 4.38 \
    track_usage 0.0452 \
    syn_area_um2 868 \
    tool_warnings 29 \
    row_count 27 \
    cp_max_fo 10 \
    wl_per_cell_um 12.1 \
    dr.pass1.iters 4 \
    min_from "i_ebcdic[5]" \
    top_cell_area_share 0.277 \
    routed_wl_um 2320 \
    synth-main-ff-cell "dfxtp_1" \
    yosys.area.top_type "dfxtp_1" \
    hp-class "in2reg" \
    fp_util 0.154 \
    post_cts_buffers 0 \
    tightest_slew_ns 0.677 \
    setup_slack_ns 1.21 \
    synthDistinctLibCells 44 \
    period_needed_ns 2.49 \
    reg_top3 "o_holes: 12 flops" \
    status "finished clean" \
    antenna_found_initial 0 \
    grt_pass1_vias 794 \
    ys.warnings.count 1 \
    place_hpwl_um 1770 \
    postSynthSeqShare 0.277 \
    largest_reg_flops 12 \
]
## Yosys cell counts (2+ instances only)
cell type / number
a211oi_1: 2
a21oi_1: 3
a221oi_1: 3
buf_2: 8
dfxtp_1: 12
ha_1: 5
inv_1: 5
nand2_1: 9
nand2b_1: 2
nand4_1: 2
nor2_1: 5
nor3_1: 3
nor3_2: 2
nor4_1: 2
nor4b_1: 3
o211ai_1: 2
o21a_1: 2
o21ai_0: 6
o21ai_1: 2
o22a_1: 2
## routing by layer
layer / part of all wire / vias to the layer above / wire (µm) / global-route usage
met5: 0 / - / 0 / 0
met4: 0.012 / 0 / 28 / 0.0113
met3: 0.057 / 2 / 132 / 0.0100
met2: 0.41 / 24 / 952 / 0.0613
met1: 0.52 / 390 / 1200 / 0.0688
li1: - / 420 / - / -
## stage by stage
| step | power (mW) | util | hold WS (ns) |
|---|---|---|---|
| final | 0.360 | 0.207 | 1.31 |
| after global routing | 0.381 | 0.207 | 1.35 |
| after CTS | 0.366 | 0.207 | 1.29 |
| after detailed placement | 0.223 | 0.197 | 1.42 |
| after global placement | 0.223 | 0.197 | 1.42 |
| after floorplan | 0.188 | - | 0.823 |
## area by class of cell
type,instances,area [µm²],area share
multi-input combinational,77,554,0.474
sequential,12,240,0.206
timing repair buffer,21,210,0.180
tap,72,90.1,0.0771
clock buffer,4,55.1,0.0471
inverter,5,18.8,0.0161
## path summary, 6_finish.rpt
path	endpoint	slack, ns	cells after the start
min	o_holes[10]$_SDFF_PP0_	1.31	3
max	o_holes[7]$_SDFF_PP0_	1.21	7
## cell families after synthesis
group	synth area share
compound gates	0.308
fa+ha+maj	0.0720
buf+inv	0.0850
flops	0.277
mux	0.0115
simple gates	0.246
## power by group
part           internal, mW  leakage [nW]  total [mW]  switching, mW
clock network        0.0938        0.0288       0.140         0.0457
registers             0.136        0.0986       0.138        0.00165
logic                0.0399         0.270      0.0822         0.0422
## worst max-delay path, stage by stage
cell and delay, ns:
clkdlybuf4s50_1 0.49, inv_1 0.15, ha_1 0.39, nand2_1 0.16, nor2_1 0.12, o21ai_0 0.10
a2111oi_0 0.44
Power figures rest on the tool's default switching activity, not on a simulated workload.
