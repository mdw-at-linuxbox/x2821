[flow/design.v]
`default_nettype   none
module ccc18(i_clk, i_reset,
	i_holes,
	o_ebcdic,
	o_bad);
input wire i_clk;
input wire i_reset;
input wire [11:0] i_holes;
output wire [7:0] o_ebcdic;
output wire o_bad;
localparam xT = 11;	 
localparam xE = 10;	 
localparam x0 = 9;	 
localparam x1 = 8;	 
localparam x2 = 7;	 
localparam x3 = 6;	 
localparam x4 = 5;	 
localparam x5 = 4;	 
localparam x6 = 3;	 
localparam x7 = 2;	 
localparam x8 = 1;	 
localparam x9 = 0;	 
wire bT = i_holes[xT];
wire bE = i_holes[xE];
wire b0 = i_holes[x0];
wire b1 = i_holes[x1];
wire b2 = i_holes[x2];
wire b3 = i_holes[x3];
wire b4 = i_holes[x4];
wire b5 = i_holes[x5];
wire b6 = i_holes[x6];
wire b7 = i_holes[x7];
wire b8 = i_holes[x8];
wire b9 = i_holes[x9];
wire r0,r1,r2,r3,r4,r5,r6,r7;
assign o_ebcdic = {r0,r1,r2,r3,r4,r5,r6,r7};
	wire bT_E = bT & bE;
	wire bT_0 = bT & b0;
	wire bE_0 = bE & b0;
	wire b2_zones = bT_E | bT_0 | bE_0;
	wire bnT_nE = ~bT & ~bE;
	wire bnT_n0 = ~bT & ~b0;
	wire bnE_n0 = ~bE & ~b0;
	wire bn2_zones = bnT_nE | bnT_n0 | bnE_n0;
	wire bn8_n9 = ~b8 & ~b9;
	wire b234567 = b2 | b3 | b4 | b5 | b6 | b7;
	wire bn1_n234567 = ~b1 & ~b234567;
	wire b123456789 = b1 | b2 | b3 | b4 | b5 | b6 | b7 | b8 | b9;
	wire b_not_numeric = ~b123456789;
	wire b_TE9n0n8 = bT | bE | b9 | ~b0 | ~b8 ;
	assign r0 = ~b0 & bn8_n9 & b1 |
		bn8_n9 & b234567 |
		b234567 & b2_zones & b8 |
		b0 & b2 & ~b9 |
		b8 & ~b9 & bn1_n234567 |
		bn1_n234567 & ~b8 & b9 |
		b8 & ~b9 & bT_E |
		b1 & bT_0 & ~b9 |
		~b9 & ~bT & bE_0 |
		b1 & ~b8 & bE_0 & ~bT |
		bn8_n9 & b0 & ~b1 & ~bE;
	assign r1 = b234567 & b2_zones & b9 |
		~b1 & b2_zones & b8 & b9 |
		b1 & b2_zones & b9 & ~b8 |
		~b8 & bn1_n234567 & bn2_zones |
		bn2_zones & ~b9 |
		b_not_numeric;
	assign r2 = ~( bT & ~bE |
		bnE_n0 & b_not_numeric |
		bE & b123456789 & ~b0 |
		b_not_numeric & ~bT & bE_0 );
	assign r3 = ~( ~bT & b0 & b123456789 |
		bT & ~bE & b123456789 |
		bT_0 & ~bE |
		b_not_numeric & bE & ~b0 |
		b_not_numeric & bnT_n0 );
	assign r4 =
		b9 & bn1_n234567 |
		bT_E & ~b0 & bn1_n234567 |
		bnT_nE & ~b2 & b8 |
		b2 & b8 & b9 |
		~bnT_nE & ~b1 & b8 |
		bnT_n0 & b8 |
		bnE_n0 & b8;
	assign r5 = b4 | b5 | b6 | b7;
	assign r6 = (b3 | b6 | b7) |
		bT_E & bn8_n9 & ~b5 & ~b4 & ~b0 & ~b1 |
		b2 & b_TE9n0n8;
	assign r7 = b1 & ~b8 | b1 & bn2_zones |
		(b3 | b5 | b7) |
		~b2 & ~b4 & ~b6 & ~b8 & b9;
	assign o_bad = b1 & b234567 |
		b2 & (b3 | b4 | b5 | b6 | b7) |
		b3 & r5 |
		b4 & (b5 | b6 | b7) |
		b5 & (b6 | b7) |
		b6 & b7;
endmodule
[flow/constraint.sdc]
current_design ccc18

set clk_period 2.4
set clk_io_pct 0.2

create_clock -name clk0 -period $clk_period

set non_clock_inputs [all_inputs -no_clocks]
set_input_delay [expr $clk_period * $clk_io_pct] -clock clk0 $non_clock_inputs
set_output_delay [expr $clk_period * $clk_io_pct] -clock clk0 [all_outputs]
[flow/config.mk]
export PLATFORM = sky130hd
export DESIGN_NAME = ccc18
export DESIGN_NICKNAME = ccc18
export VERILOG_FILES = /design/flow/design.v
export SDC_FILE = /design/flow/constraint.sdc
export NUM_CORES = 4
export LEC_CHECK = 1
export CORE_AREA = 10 10 70 70
export DIE_AREA = 0 0 80 80
[flow/run.sh]
#!/bin/bash
# OpenROAD 26Q1-2900-gdf79404cd8, Yosys 0.63+post, stock flow scripts
make -C /OpenROAD-flow-scripts/flow DESIGN_CONFIG=/design/flow/config.mk WORK_HOME=/design/flow/orfs finish
==> commit_impl_results.txt <==
Log flow metrics for this revision

- The synthesized netlist contains 38 unique library cells.
* Switching Fraction: 0.4513
- The run finished with clean final reports.
* Number of DRC violations after detailed-routing iteration 0: 45
- Synth warnings: 0
* Number of antenna repair diodes: 0
- The share of total power dissipated in combinational logic is 1.000.
- Once detail routing completed, the nets flagged for antenna violations numbered 0.
* Post-detailed-route wirelength per cell: 12.41 um
- Worst-case hold slack: 1379 ps
- Total leakage power: 0.0004303 uW
* Type of the worst min-delay path: primary input to output pin
- Per STA, the library cell used most along the worst path is sky130_fd_sc_hd__buf_4.
- The filler cells instantiated in the layout total 360.
- The core region is 3416 um^2.
* Maximum number of pins on one net before global-route repair: 12
- The worst path in the final design needs a cycle of 2330 ps, including I/O delays and setup.
- As logged by OpenROAD, the buffers inserted on ports number 21.
- Looking at the critical path, the highest net fanout was 3.
* Initial standard-cell utilization of the core: 0.1546
- The critical path is of the primary input to output pin type.
- Fmax: 429.1 MHz
* Setup slack at placement: -537.0 ps
- The highest supply drop recorded on VDD is 0.03760 mV.
- For this run, the detailed router's first-pass iteration total came to 4.
* Sum of overflow across all layers after global routing: 0
- Layout overhead on the synthesized area: 96.92%
- The largest single stage delay on the critical path is 390 ps.
* Number of cell instances after yosys synthesis: 80
- Detailed placement finished with a half-perimeter wire length of 1.450 mm.
- Post-layout instance count excluding filler cells: 167
* Crit. End Element: output pin
* Number of instances in the synthesized netlist: 80
- After floorplanning, the core was divided into 21 placement rows.
* Area reported by Yosys stat: 528.0 um^2
* Sum of negative setup slack: 0 ps
* Initial antenna violation count: 0
- Detailed-route DRC error count: 0
* Sequential cell count: 0
- For the pin with the worst max-slew slack, the measured transition is 323.5 ps.
- Once placement completed, the tool counted placed cells totaling 155.
* DIE WIDTH: 80 um
- Worst slew margin: 0.7815
* Final GP Congestion: 0.8100
- In the post-route analysis, the smallest setup slack over all paths is 69.57 ps.
* Arrival time of the worst setup path: 1850 ps
- Overall routing resource usage recorded by global route was 0.06005.
- Power Internal: 82.96 uW
- The post-CTS hold buffer count recorded in the log is 0.
- Category of the worst setup path launch point: primary input
- Number of I/O pins: 23
- Total vias in the final route: 745
* Most instantiated logic cell after routing: sky130_fd_sc_hd__buf_4
- DR vias/cell: 4.461
- The slowest stage of the critical path is the sky130_fd_sc_hd__clkdlybuf4s50_1 cell.
- Final Hold Violation Tally: 0
- Sequential area share after synthesis: 0
* Post-layout period usage of the worst path: 0.9710
- Sequential share of power: 0
* Global-route wire length before repair: 3.249 mm
- Critical path required time: 1920 ps
- Before any placement, the netlist area is recorded as 528.0 um^2.
- Per the OpenROAD power report, switching power amounts to 68.24 uW.
- Die y size: 80 um
* Clkbuf count: 0
- The number of global-route vias before repair is 688.
- Combined flip-flop and latch cell area: 0 um^2
- Count of endpoints failing setup in the final report: 0
- Die outline area: 6400 um^2
- Part of the power in the clock network: 0
* Top Layout Cells: 31 x sky130_fd_sc_hd__buf_4, 8 x sky130_fd_sc_hd__a21oi_1, 6 x sky130_fd_sc_hd__nor2_1, 6 x sky130_fd_sc_hd__dlygate4sd2_1, 6 x sky130_fd_sc_hd__buf_6
* Number of warning messages in the logs: 34
- Total power normalized to cell area comes to 145.4 nW/um^2.
- Average cell area after synthesis: 6.600 um^2
- Per the final layout report, the fraction of cells sized above drive strength 1 comes to 0.4711.
- Final Max Slew Viols: 0
- For this block, the routed nets add up to 2.072 mm of wire.
* Post-route total power: 151.2 uW
- The critical path goes through buf_4 -> nor4_4 -> buf_4 -> buf_4 -> buf_4 -> buf_4 -> inv_1 -> clkdlybuf4s50_1.
- Max-cap violations in this run came to 0.
-- power groups by stage --
stage	sequential (uW)	combinational (uW)	clock (uW)
after global routing	0	164	0
after CTS	0	139	0
final	0	151	0
-- layout make-up --
cell class	count	area, um^2	share of cell area
tap	46	57.56	0.05535
multi-input combinational	63	506.7	0.4874
timing repair buffer	56	464.2	0.4464
inverter	2	11.26	0.01083
-- per-layer routing --
metal  GRT usage  share of wire  vias to the layer above
met5           0              0                        -
met4    0.003521              0                        0
li1            -              -                      377
met2     0.09631           0.47                       24
met3     0.01250          0.075                        0
met1     0.08377           0.46                      344
-- Yosys cell counts (all sizes together), types with 2 or more instances --
| library cell | instances | area, um^2 |
|---|---|---|
| buf | 10 | 68.81 |
| a21oi | 8 | 40.04 |
| nor2 | 7 | 26.28 |
| clkbuf | 5 | 18.77 |
| nand3 | 5 | 30.03 |
| nand2 | 4 | 15.01 |
| a211oi | 3 | 22.52 |
| nand2b | 3 | 18.77 |
| nor3 | 3 | 20.02 |
| nor4 | 3 | 40.04 |
| o21ai | 3 | 15.01 |
| a22o | 2 | 17.52 |
| and4b | 2 | 20.02 |
| inv | 2 | 7.510 |
| nand4b | 2 | 17.52 |
| nor2b | 2 | 12.51 |
| o41ai | 2 | 17.52 |
-- through the flow --
step / util / instance area (um^2)
after floorplan: - / 528.0
after global placement: 0.2579 / 880.8
after detailed placement: 0.2579 / 880.8
after CTS: 0.2835 / 968.4
after global routing: 0.3044 / 1040
final: 0.3044 / 1040
-- critical path, delay by kind of cell --
| kind | cells | cell delay, ps |
|---|---|---|
| buffers and inverters | 7 | 1020 |
| AND/OR/NAND/NOR | 1 | 350 |
-- repair_timing --
action	4_1_cts	5_1_grt
resized	54	12
pin swaps	10	2
buffers inserted	8	5
gates cloned	1	0
endpoints found under the setup margin	9	5
-- final timing paths --
path,start,to,cells after the start,slack (ps)
max,i_holes[4],o_ebcdic[2],8,70
min,i_holes[2],o_ebcdic[0],5,1380
-- cell families (layout without fill, tap and decap cells) --
family                     count (synthesis)  after routing  synth area share
and+or+nand+nor                           35             35            0.4337
adders and majority gates                  1              1           0.01896
AOI/OAI and AO/OA                         24             24            0.3033
buffers and inverters                     17             58            0.1801
muxes                                      2              2           0.04739
xor gates and xnor gates                   1              1           0.01659
Power and IR drop assume default switching activity.
